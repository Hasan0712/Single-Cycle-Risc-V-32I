==> flow/design.v <==
module pc (
    input wire clk,
    input wire rst,
    input wire branchsig,
    input wire bnch1,
    input wire jr,
    input wire j,
    input wire aui,
    input wire[7:0] alu,
    input wire [31:0]address_in,
    output reg [31:0]address_out
);
always @(posedge clk or negedge rst) begin
    if(!rst)begin
        address_out <= 0;
    end
    else if(branchsig || bnch1)
    begin
        address_out=alu;
    end
   else if (jr==1'b1)begin
    address_out=alu;
    end
    else if(j==1'b1)begin
        address_out=alu;
    end
    else if(aui==1'b1)begin
        address_out=alu; 
    end
    else begin
        address_out <= address_out + 32'd4;
    end
end
endmodule
module fetch (
input wire clk,
input wire rst,
output wire[31:0]address_out,
input wire [31:0]address_in,
input wire branchsig,
input wire bnch1,
input wire jr,
input wire j,
input wire aui,
input wire [7:0]alu
);
pc u_pcV(.clk(clk),
         .rst(rst),
         .address_out(address_out),
         .branchsig(branchsig),
         .address_in(address_in),
         .bnch1(bnch1),
         .jr(jr),
         .j(j),                                   
         .aui(aui),
         .alu(alu));
endmodule
==> flow/run.sh <==
#!/bin/bash
# OpenROAD 26Q1-2900-gdf79404cd8, Yosys 0.63+post, stock flow scripts
make -C /OpenROAD-flow-scripts/flow DESIGN_CONFIG=/design/flow/config.mk WORK_HOME=/design/flow/orfs finish
==> flow/config.mk <==
export PLATFORM = sky130hd
export DESIGN_NAME = fetch
export DESIGN_NICKNAME = fetch
export VERILOG_FILES = /design/flow/design.v
export SDC_FILE = /design/flow/constraint.sdc
export NUM_CORES = 4
export LEC_CHECK = 1
export CORE_UTILIZATION = 30
==> flow/constraint.sdc <==
current_design fetch

set clk_period 6.4
set clk_io_pct 0.2

create_clock -name clk0 -period $clk_period [get_ports {clk}]

set non_clock_inputs [all_inputs -no_clocks]
set_input_delay [expr $clk_period * $clk_io_pct] -clock clk0 $non_clock_inputs
set_output_delay [expr $clk_period * $clk_io_pct] -clock clk0 [all_outputs]
==> results.json <==
{
  "status": "finished clean",
  "setup_tns_ns": 0,
  "ys_cells": 166,
  "vias": 1462,
  "ctsResizeCount": 0,
  "cts_buffers": 5,
  "path_cells": "clkdlybuf4s50_1, nor3_1, nand2_1, buf_4, mux2_2",
  "hp-class": "flop to flop",
  "clock_latency_ns": 0.28,
  "netlist_area_sq_um": 1660,
  "powerDensity_nw_per_um2": 173,
  "grtUsageTotal": 0.140,
  "worst_ep_arrival_time_ns": 2.94,
  "maxCapViolCount": 0,
  "cts_post_setup_buffers_inserted": 0,
  "netlist_instances": 166,
  "ctsHoldBuffers": 0,
  "n_fill_cell": 517,
  "fin_ws_ns": 3.63,
  "io_pins": 79,
  "routed_wl_microns": 3750,
  "grt_pass1_wl_microns": 6600,
  "grt_max_degree": 33,
  "clkSinkCount": 32,
  "fmax_mhz": 361,
  "area_delta_synth_final_pct": 37.4,
  "drt_iter0_drc": 135,
  "finalSetupViolCount": 0,
  "die_w_microns": 76.4,
  "fin_crit_ns": 2.77,
  "viasPerCell": 5.11,
  "largest_reg_flops": 32,
  "tritoncts": "built",
  "tool_warnings": 57,
  "worstPathRequired_ns": 6.57,
  "yosys.cell_types.count": 27,
  "place_ws_ns": 3.32,
  "die_h_microns": 76.4,
  "htreeDepth": 2,
  "place_congestion": 0.764,
  "finalClockSkew_ns": 0.00353,
  "syn_area_per_cell_sq_um": 10.0,
  "synth_flops": 32,
  "yosysWarnings": 1,
  "worst_slew_pin_slew_ns": 0.545,
  "regMostFlops": "u_pcV.address_out",
  "drc": 0,
  "clockBufferDepth": 2,
  "reg_top3": "u_pcV.address_out x32",
  "worstSetupPathType": "input port to flop",
  "grt_overflow": 0,
  "slew_headroom": 0.636,
  "die-area_sq_um": 5840,
  "layout.cells.non_filler": 286,
  "crit_fanout": 21,
  "firstDrtPassIters": 4,
  "cts_root_buf": "clkbuf_8",
  "ys_area_sq_um": 1660,
  "rsz0062_at_grt": "false",
  "critPathCaptureType": "flop",
  "placed_cells": 278,
  "finalClockPeriodUsage": 0.433,
  "max_stage_delay_ns": 0.40,
  "final_util": 0.439,
  "cp-start-kind": "input port",
  "grt_pass1_vias": 1416,
  "antenna_found_initial": 0,
  "rows": 26,
  "ys_seq_frac": 0.482,
  "routedWlPerCell_microns": 13.1,
  "slowest_stage": "clkdlybuf4s50_1",
  "core_area_sq_um": 5200,
  "layout-drive-gt1-share": 0.0787,
  "finalHoldViolCount": 0,
  "dp_hpwl_microns": 2530,
  "slew_violations": 0,
  "leakage_nw": 0.868,
  "n_antenna_cell": 0,
  "fp_util": 0.319,
  "cts.clk_slew.worst_paths_ns": 0.06,
  "detail-route-antenna-nets": 0,
  "numPortBuffers": 46,
  "ir_drop_uv": 99.9
}
==> kinds of logic after synthesis <==
kind of cell,share of synthesized area
flip-flops,0.482
buffers and inverters,0.0256
AND/OR/NAND/NOR,0.273
AND-OR/OR-AND,0.117
multiplexers,0.0271
XOR/XNOR,0.0685
adder cells (fa/ha/maj),0.00753
==> routing by layer <==
metal | routed length [microns] | track usage | vias up
met2 | 1690 | 0.215 | 49
li1 | - | - | 721
met5 | 0 | 0 | -
met3 | 175 | 0.0280 | 2
met4 | 33 | 0.0231 | 0
met1 | 1850 | 0.213 | 690
==> layout make-up <==
class                      count  area, sq um  share of cell area
sequential                    32          801               0.351
inverter                       3         11.3             0.00493
tap                           70         87.6              0.0384
clock buffer                   8         90.1              0.0395
timing repair buffer          48          475               0.208
multi-input combinational    125          818               0.358
==> critical path, delay by kind of cell <==
kind,cells,cell delay (ns)
buf+inv,2,0.76
mux,1,0.28
simple gates,2,0.61
==> Yosys cell counts <==
cell type | number | share of area
a21oi_1 | 13 | 0.039
a31oi_1 | 1 | 0.0038
and3_1 | 5 | 0.019
and3_4 | 1 | 0.0068
and4_1 | 6 | 0.032
buf_2 | 1 | 0.0030
buf_6 | 1 | 0.0068
clkbuf_1 | 4 | 0.0090
dfrtp_1 | 32 | 0.48
ha_1 | 1 | 0.0075
inv_1 | 3 | 0.0068
mux2_2 | 4 | 0.027
nand2_1 | 14 | 0.032
nand3_1 | 9 | 0.027
nand4_1 | 7 | 0.026
nand4_2 | 1 | 0.0075
nand4_4 | 2 | 0.026
nor2_1 | 12 | 0.027
nor3_1 | 1 | 0.0030
nor4_1 | 3 | 0.011
o21ai_0 | 9 | 0.027
o21ba_2 | 1 | 0.0060
o31ai_1 | 9 | 0.041
or3_1 | 4 | 0.015
or4_1 | 9 | 0.041
xnor2_1 | 5 | 0.026
xor2_1 | 8 | 0.042
==> cells in the final DEF, fill, tap and decap left out, types with 2 or more instances in the layout <==
master,n
and3_1,5
dfrtp_1,32
nor2_1,12
inv_1,3
buf_4,2
nand2_1,14
xor2_1,8
nand4_1,7
xnor2_1,5
nand3_1,9
mux2_2,4
clkdlybuf4s50_1,46
nor4_1,3
o21ai_0,9
and4_1,6
clkbuf_1,2
clkbuf_8,6
or3_1,4
o31ai_1,9
a21oi_1,13
nand4_4,2
or4_1,9
==> metrics by stage <==
| stage | hold slack (ns) | area, sq um | total power, mW |
|---|---|---|---|
| 4_1_cts | 0.522 | 2280 | 0.402 |
| 3_3_place_gp | 0.490 | 2190 | 0.240 |
| 5_1_grt | 0.546 | 2280 | 0.413 |
| 2_1_floorplan | 0.456 | 1660 | 0.219 |
| 3_5_place_dp | 0.501 | 2190 | 0.240 |
| 6_report | 0.520 | 2280 | 0.394 |
==> report_power, final <==
part           internal, mW  switching [mW]  total (mW)
registers             0.205         0.00449       0.210
clock network        0.0876          0.0709       0.158
logic                0.0167         0.00940      0.0261
total                 0.310          0.0848       0.394
==> final timing paths <==
kind                       slack, ns  depth (start not counted)               endpoint                  from
max                             3.63                          5   u_pcV.address_out[1]                   aui
min                             0.52                          1   u_pcV.address_out[1]  u_pcV.address_out[1]
max reg2reg                     4.42                          5  u_pcV.address_out[28]  u_pcV.address_out[2]
min reg2reg                     0.52                          1   u_pcV.address_out[1]  u_pcV.address_out[1]
max in group asynchronous       4.70                          2  u_pcV.address_out[19]                   rst
min in group asynchronous       1.40                          2  u_pcV.address_out[25]                   rst
Power figures rest on the tool's default switching activity, not on a simulated workload.
